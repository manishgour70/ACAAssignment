==> design/flow/design.v <==
`timescale 1ns / 1ps
module Booth #(parameter n=32)(out,a,b);
	output [(2*n):0]out;
	input [n:0]a,b;
	wire [(2*n):0]w[n:0];
	wire [n+1:0]q;
	assign q = {b,1'b0};
	assign out=w[0]+(w[1]<<1)+(w[2]<<2)+(w[3]<<3)+(w[4]<<4)+(w[5]<<5)+(w[6]<<6)+(w[7]<<7)+(w[8]<<8)+(w[9]<<9)+(w[10]<<10)+(w[11]<<11)+(w[12]<<12)+(w[13]<<13)+(w[14]<<14)+(w[15]<<15)+(w[16]<<16)+(w[17]<<17)+(w[18]<<18)+(w[19]<<19)+(w[20]<<20)+(w[21]<<21)+(w[22]<<22)+(w[23]<<23)+(w[24]<<24)+(w[25]<<25)+(w[26]<<26)+(w[27]<<27)+(w[28]<<28)+(w[29]<<29)+(w[30]<<30)+(w[31]<<31);
	genvar i;
	generate
		for(i=0;i<=32;i=i+1)
			begin
			MUX #(.n(32))m1(w[i],a,q[i+1:i]);
			end
	endgenerate
endmodule
module MUX #(parameter n=32) (out,a,s);
	output reg [(2*n):0]out;
	input [n:0]a;
	input [1:0]s;
	always @ (a,s)
		begin
			case(s)
			2'b00: out<=0;
			2'b01: out<= a;
			2'b10: out<= ~a+1;
			2'b11: out<=0;
			endcase
		end
endmodule
==> design/flow/run.sh <==
#!/bin/bash
# OpenROAD 26Q1-2900-gdf79404cd8, Yosys 0.63+post, stock flow scripts
make -C /OpenROAD-flow-scripts/flow DESIGN_CONFIG=/design/flow/config.mk WORK_HOME=/design/flow/orfs finish
==> design/flow/config.mk <==
export PLATFORM = sky130hd
export DESIGN_NAME = Booth
export DESIGN_NICKNAME = Booth
export VERILOG_FILES = /design/flow/design.v
export SDC_FILE = /design/flow/constraint.sdc
export NUM_CORES = 4
export LEC_CHECK = 1
export CORE_UTILIZATION = 30
==> design/flow/constraint.sdc <==
current_design Booth

set clk_period 47.5
set clk_io_pct 0.2

create_clock -name clk0 -period $clk_period

set non_clock_inputs [all_inputs -no_clocks]
set_input_delay [expr $clk_period * $clk_io_pct] -clock clk0 $non_clock_inputs
set_output_delay [expr $clk_period * $clk_io_pct] -clock clk0 [all_outputs]
==> results.txt <==
CP Launch Type -> input port
Xor/xnor share -> 2.19%
Fin crit period -> 33050 ps
Peak supply drop -> 929 uV
Post-synth seq share -> 0%
Setup-failing EPs final -> 0
Die area -> 175000 um2
AO/OA Area Share -> 19.7%
Final Slew Violations -> 0
Fmax -> 30.3 MHz
# resized after CTS -> 0
Most frequent logic cell in the layout -> fa_1
Hold Fails Final Rpt -> 0
Post-CTS Setup Inserts -> 0
All-Layer GR Usage -> 28.0%
First-pass GRT wire length -> 333000 um
Flop area -> 0 um2
Mean area per synthesized cell -> 9.03 um2
Worst path most repeated cell -> fa_1
Post-Synthesis Cells -> 5762
Grt total ovfl -> 0
Synth Cell Area -> 52000 um2
Pwr per Cell Area -> 387 nW/um2
Layout clock buffer count -> 0
Design area -> 56300 um2
Detailed placer's ending HPWL -> 174000 um
Cell family with most CP delay -> simple AND/OR/NAND/NOR gates
Initial core utilization -> 30.3%
Int Power -> 0.0100 W
Vias in the first global route -> 47200
Pwr Total -> 0.0218 W
WP data arrival -> 23550 ps
Max Cap Viol -> 0
Antenna Nets Post-Route -> 0
Util after Layout -> 32.8%
CP Capture Type -> output pin
I/O pin count -> 131
Placer Congestion -> 1.06
Critical Path Max Stage Delay -> 1080 ps
Fill cell count -> 17700
Multiplexer share -> 0.0385%
Area grow syn2layout -> 8.30%
Final Cycle Share -> 69.6%
Adder Share, Synth -> 57.7%
Routed len/inst -> 29.1 um
Hold slack -> 20230 ps
Largest net degree at the start of global routing -> 78
Highest fanout seen on the critical path -> 30
CORE AREA -> 172000 um2
Die width -> 418 um
Vias -> 44300
Routed wire length -> 230000 um
Yosys stat area -> 52000 um2
Hold buffer count at CTS -> 0
Initial antenna violation count -> 11
Slew HR -> 7.27%
Psw -> 0.0117 W
Rows -> 152
Setup_tns -> 0 ps
Post-synthesis cell count from yosys -> 5762
Worst-Margin Slew -> 1380 ps
Comb area leader -> adder cells
Cell Type Count -> 60
RSZ-0062 raised after global routing -> false
Drt pass-1 iters -> 7
Placed Instance Area -> 56300 um2
HP Class -> input port to output pin
Total number of sequential cells -> 0
Critical path class -> input port to output pin
Sw Ratio -> 53.9%
Leak Pwr -> 26.7 nW
Yosys warnings -> 2
Initial DRC Count -> 3628
Dominant logic cell types in the final layout -> fa_1 (1404), inv_1 (1326), a22oi_1 (482), a22o_1 (455), nand2_1 (445)
Avg Vias per Cell -> 5.62
Port bufs -> 130
Residual DRC count -> 0
Run status -> finished clean
Simple logic cell fraction of the synthesized area -> 6.73%
Die Ht -> 418 um
CP max stage cell -> nor4_1
WP data required -> 38000 ps
WP buf/inv -> 7
Share of cells above drive strength 1 -> 6.06%
Count of tool warnings -> 33
final cells by class:
type,count,area [um2],area share [%]
Multi-Input combinational cell,3876,45400,80.6
Inverter,1326,4980,8.84
Timing Repair Buffer,361,3060,5.44
Tap cell,2310,2890,5.13
Antenna cell,7,17.5,0.0311
tightest hold or removal path, cell delays in order:
cell	delay (ps)
buf_2	230
buf_4	340
and2_1	240
clkdlybuf4s50_1	410
routing by layer:
layer  wire [um]  GRT usage (%)
met1       77700           33.5
met2      100000           39.9
met3       33900           15.8
met4       17200           15.6
met5         630           1.81
through the flow:
stage	setup slack (ps)	cells
3_5_place_dp	14850	7873
2_1_floorplan	19050	5762
4_1_cts	14770	7873
3_3_place_gp	14800	7873
5_1_grt	13850	7877
6_report	14450	7880
path summary, 6_finish.rpt:
path / startpoint / end / slack, ps / depth (start not counted)
worst min-delay path: b[0] / out[0] / 20230 / 4
worst max-delay path: a[19] / out[54] / 14450 / 34
logic make-up after synthesis:
| family | after synthesis |
|---|---|
| AND-OR/OR-AND | 1411 |
| multiplexers | 2 |
| AND/OR/NAND/NOR | 777 |
| XOR/XNOR | 130 |
| buffers and inverters | 1886 |
| adder cells (fa/ha/maj) | 1556 |
cell usage after synthesis (3+ instances only):
master,instances,area share [%]
nor3_1,21,0.20
o211ai_1,5,0.072
a22oi_1,482,7.0
a21boi_0,4,0.058
clkbuf_1,530,3.8
or3_1,6,0.072
and2_1,22,0.26
nand2b_1,64,0.77
a211o_1,3,0.051
a221oi_1,4,0.067
nor4_1,8,0.096
nor2b_1,65,0.78
a22o_1,455,7.7
fa_1,1404,54
o21a_1,5,0.072
xor2_1,24,0.40
inv_1,1326,9.6
o31a_1,3,0.051
nand2_1,445,3.2
o22ai_1,11,0.13
nand4_1,6,0.072
and3_1,4,0.048
o31ai_1,3,0.043
xnor2_1,106,1.8
nand3_1,12,0.12
buf_2,4,0.038
buf_1,25,0.18
nor2_1,102,0.74
o221ai_1,3,0.051
a21o_1,35,0.51
o21bai_1,8,0.12
o21ai_0,271,2.6
or2_2,5,0.060
nand3b_1,3,0.043
a31oi_1,7,0.084
a21oi_1,95,0.91
ha_1,152,3.7
a211oi_1,6,0.087
No activity file was given, so power comes from the tool's default toggle rates.
